===== design/flow/config.mk =====
export PLATFORM = sky130hd
export DESIGN_NAME = inst_mem
export DESIGN_NICKNAME = inst_mem
export VERILOG_FILES = /design/flow/design.v
export SDC_FILE = /design/flow/constraint.sdc
export NUM_CORES = 4
export LEC_CHECK = 1
export CORE_AREA = 10 10 70 70
export DIE_AREA = 0 0 80 80
export SYNTH_MEMORY_MAX_BITS = 65536

===== design/flow/constraint.sdc =====
current_design inst_mem

set clk_period 1.0
set clk_io_pct 0.2

create_clock -name clk0 -period $clk_period

set non_clock_inputs [all_inputs -no_clocks]
set_input_delay [expr $clk_period * $clk_io_pct] -clock clk0 $non_clock_inputs
set_output_delay [expr $clk_period * $clk_io_pct] -clock clk0 [all_outputs]

===== design/flow/design.v =====
module inst_mem(input [31:0]Address,output reg [31:0]inst);
reg [31:0] mem[0:1023];
initial begin
    mem[0]=32'b001000_00000_00001_0000000000101000; 
    mem[1]=32'b001000_00000_00101_0000000000000000; 
    mem[2]=32'b000100_00001_00000_0000000000000100; 
    mem[3]=32'b100011_00001_00100_0000001111100100; 
    mem[4]=32'b000000_00101_00100_0010100000100000; 
    mem[5]=32'b001000_00001_00001_1111111111111100; 
    mem[6]=32'b000011_00000_00000_0000000000000010; 
    mem[7]=32'b101011_00000_00101_0000011111010000; 
end
always @(Address) begin
    inst<=mem[Address[31:2]];
end
endmodule

===== design/flow/run.sh =====
#!/bin/bash
# OpenROAD 26Q1-2900-gdf79404cd8, Yosys 0.63+post, stock flow scripts
make -C /OpenROAD-flow-scripts/flow DESIGN_CONFIG=/design/flow/config.mk WORK_HOME=/design/flow/orfs finish

==> metrics.cfg <==
[run_status]
outcome = finished, violations left
violations = negative setup slack

[global_route]
gr-usage-all-layers_pct = 3.486
grtUsageMet1_pct = 4.219
use_met3_pct = 1.932
grt_use_met2_pct = 5.618
grt_pass1_vias = 374
grt_antenna_before_repair = 0
grt-busiest-layer = met2
grt_start_max_net_pins = 7
grt_pass1_wl_um = 1932
grt_overflow = 0

[timing]
maxSlewViolCount = 0
worst_slack_ns = -0.1883
finalClockPeriodUsage_pct = 118.8
hold_violations = 0
setup-violations-final = 14
fmax_mhz = 841.5
period_minus_slack_ns = 1.188
setup_tns_ns = -1.440
whs_ns = 0.7531
rsz0062_at_grt = true

[place]
detailedPlace.worstSlack_ns = -0.9220
dp_cells = 113
port_buffers = 27
place.gp.congestion = 0.7171
placed_cell_area_um2 = 579.3

[flow_run]
warnings = 66
drv_cap = 0

[route]
diodes = 0
post-route-drc-count = 0
routedWlPerCell_um = 11.21
firstDrtPassIters = 3
via_count = 369
drt_wl_total_um = 1390
drt_iter0_drc = 3
post_drt_via_cell_ratio = 2.976
ant_nets = 0

[power]
pwr-share-seq_pct = 0
power_uw = 307.0
power_density_nw_per_um2 = 381.6
p_clk_share_pct = 0
comb_power_share_pct = 100.0
p_leak_nw = 0.4192
p_sw_share_pct = 37.42
ir_drop_v = 0.00006249
p_sw_uw = 114.9
cell_internal_pwr_uw = 192.1

[layout]
nFillCells = 366
area_growth_pct = 152.2
seqCellArea_um2 = 0
num-clock-buffers = 0
drive_gt1_share_pct = 79.49
layout_top_cells = buf_6, buf_2, conb_1, ha_4, buf_8
final_util_pct = 23.55
lay_top_count = buf_6
instances_no_fill = 124
final_area_um2 = 804.5
flops = 0

[worst_setup_path]
worstPathCellList = buf_8, buf_6, buf_6, ha_4, and2b_2, buf_2
path_max_fanout = 3
startpoint_type = input pin
path_delay_family = buffers and inverters
critPathMaxStageDelay_ns = 0.19
worstPathArrival_ns = 0.99
crit_top_cell = buf_6
cp-end-kind = primary output
crit_type = input pin to primary output
critPathRequiredTime_ns = 0.80
slowest_stage = and2b_2
cp.buffers_inverters = 4
cp.depth = 6

[clocking]
holdBufCountCts = 0

[floorplan]
core.rowCount = 21
die_area_um2 = 6400
fp_util_pct = 9.341
pin_count = 64
dieWidth_um = 80
die_h_um = 80
core_um2 = 3416

[yosys]
ys_cells = 45
netlist_area_um2 = 319.1
synth_chip_area_um2 = 319.1
synth.avg_cell_area_um2 = 7.090
ys_types = 14
ys_seq_share_pct = 0
synth_warnings = 1
synthCells = 45

[hold_path]
hold_depth = 4
min_path_type = input pin to primary output

[synth_stat cells (all sizes together)]
master / instances / share of area, %
nand2: 5 / 6.7
conb: 1 / 1.2
buf: 18 / 44
nand2b: 1 / 2.0
o21ai: 3 / 4.7
inv: 6 / 7.1
a21oi: 1 / 2.7
and2b: 1 / 2.7
mux2i: 1 / 3.1
ha: 5 / 20
and2: 2 / 4.7
nor2: 1 / 2.0
[cells by family (layout without fill, tap and decap cells)]
| group | Yosys count | after routing | share of synthesized area (%) |
|---|---|---|---|
| adder cells (fa/ha/maj) | 5 | 5 | 19.61 |
| other | 1 | 8 | 1.175 |
| multiplexers | 1 | 1 | 3.137 |
| buffers and inverters | 24 | 50 | 50.59 |
| AND-OR/OR-AND | 4 | 4 | 7.450 |
| AND/OR/NAND/NOR | 10 | 10 | 18.04 |
[final cells by class]
type	instances	area (um2)	share of cell area, %
repair buffers	44	407.9	50.70
well taps	46	57.56	7.154
inverters	6	32.53	4.044
multi-input cells	28	306.5	38.10
[layer usage]
| layer | wire (um) | vias up |
|---|---|---|
| met3 | 190 | 0 |
| li1 | - | 179 |
| met5 | 0 | - |
| met4 | 0 | 0 |
| met2 | 665 | 22 |
| met1 | 534 | 168 |
[path summary, 6_finish.rpt]
kind,from,end
worst max-delay path,Address[3],inst[28]
worst min-delay path,Address[4],inst[21]
[power groups by stage]
stage | Clock (mW) | Combinational, mW | Sequential, mW
4_1_cts | 0 | 0.278 | 0
5_1_grt | 0 | 0.338 | 0
6_report | 0 | 0.307 | 0
[what timing repair did]
item                       4_1_cts  5_1_grt
setup buffers                    9        2
setup endpoints to repair       24       20
gates resized                  129       14
gates cloned                     1        0
pin swaps                       13        5
Power is estimated from default activity; no workload was simulated.
