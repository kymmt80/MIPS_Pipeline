$ cat design/flow/constraint.sdc
current_design ID_EX

set clk_period 1.0
set clk_io_pct 0.2

create_clock -name clk0 -period $clk_period [get_ports {clk}]

set non_clock_inputs [all_inputs -no_clocks]
set_input_delay [expr $clk_period * $clk_io_pct] -clock clk0 $non_clock_inputs
set_output_delay [expr $clk_period * $clk_io_pct] -clock clk0 [all_outputs]
$ cat design/flow/config.mk
export PLATFORM = sky130hd
export DESIGN_NAME = ID_EX
export DESIGN_NICKNAME = ID_EX
export VERILOG_FILES = /design/flow/design.v
export SDC_FILE = /design/flow/constraint.sdc
export NUM_CORES = 4
export LEC_CHECK = 1
export CORE_AREA = 10 10 167 167
export DIE_AREA = 0 0 177 177
$ cat design/flow/run.sh
#!/bin/bash
# OpenROAD 26Q1-2900-gdf79404cd8, Yosys 0.63+post, stock flow scripts
make -C /OpenROAD-flow-scripts/flow DESIGN_CONFIG=/design/flow/config.mk WORK_HOME=/design/flow/orfs finish
$ cat design/flow/design.v
module ID_EX(input clk,rst, Reg_Write_ID,memWrite_ID,memRead_ID,RegDst_ID,ALUsrc_ID,memToReg_ID,link31_ID,writePC_ID,Jmp_ID,PCsrc_ID,branch_ID,decide_br_ID,input [2:0]ALU_control_ID,input [31:0]Read_Data1_ID,Read_Data2_ID,inst_ID,PC_ID,output reg Reg_Write_EX,memWrite_EX,memRead_EX,RegDst_EX,ALUsrc_EX,memToReg_EX,link31_EX,writePC_EX,Jmp_EX,PCsrc_EX,branch_EX,decide_br_EX,output reg [2:0]ALU_control_EX,output reg [31:0]Read_Data1_EX,Read_Data2_EX,inst_EX,PC_EX);
always@(posedge clk,posedge rst)begin
    if(rst)begin
        Reg_Write_EX<=0;
        memWrite_EX<=0;
        memRead_EX<=0;
        RegDst_EX<=0;
        ALUsrc_EX<=0;
        memToReg_EX<=0;
        link31_EX<=0;
        writePC_EX<=0;
        ALU_control_EX<=3'b000;
        Read_Data1_EX<=0;
        Read_Data2_EX<=0;
        inst_EX<=0;
        PC_EX<=0;
        Jmp_EX<=0;
        PCsrc_EX<=0;
        branch_EX<=0;
        decide_br_EX<=0;
    end
    else begin
        Reg_Write_EX<=Reg_Write_ID;
        memWrite_EX<=memWrite_ID;
        memRead_EX<=memRead_ID;
        RegDst_EX<=RegDst_ID;
        ALUsrc_EX<=ALUsrc_ID;
        memToReg_EX<=memToReg_ID;
        link31_EX<=link31_ID;
        writePC_EX<=writePC_ID;
        ALU_control_EX<=ALU_control_ID;
        Read_Data1_EX<=Read_Data1_ID;
        Read_Data2_EX<=Read_Data2_ID;
        inst_EX<=inst_ID;
        PC_EX<=PC_ID;
        Jmp_EX<=Jmp_ID;
        PCsrc_EX<=Jmp_ID;
        branch_EX<=branch_ID;
        decide_br_EX<=decide_br_ID;
    end
end
endmodule
==> ci_impl_report.md <==
## Synthesis and layout report

| Metric | Value |
|---|---|
| Clock share of power | 47.6% |
| Final RePlAce weighted congestion | 0.759 |
| Die Span X | 177 µm |
| Cell area after placement | 7020 µm² |
| Detailed-route vias per instance | 3.05 |
| DRT iter0 DRCs | 60 |
| Hold Violations, Final | 0 |
| Count of input and output buffers | 286 |
| Clock tree from TritonCTS | built |
| Worst hold path class | in -> async |
| Part of the Yosys area used for sequential elements | 99.7% |
| Standard cell with the maximum stage delay on the critical path | sky130_fd_sc_hd__dfrtp_1 |
| Initial antenna violation count | 4 |
| Setup slack of the critical path after layout | -0.116 ns |
| Switching share of total power | 20.3% |
| Layout-stage area growth over the synthesis result | 94.2% |
| H-tree level count | 4 |
| Num ports | 288 |
| Dominant cells by area after synthesis | sky130_fd_sc_hd__dfrtp_1 100%, sky130_fd_sc_hd__buf_4 0.21%, sky130_fd_sc_hd__inv_1 0.11% |
| Category of the critical setup timing path | reg -> out |
| Die Outline Area | 31,300 µm² |
| Syn Std Cell Area | 3560 µm² |
| Share of power burned in combinational logic | 7.6% |
| Cell row count | 57 |
| Clock edge transition at the registers on the reported setup and hold paths | 0.06 ns |
| MaxCap Viol Count | 0 |
| Violations in the final reports | negative setup slack |
| Total negative setup slack | -10.59 ns |
| Clk sinks | 142 |
| Yosys synthesis chip area | 3560 µm² |
| Family with the most delay on the worst path | flip-flops |
| Area share, top type | 99.7% |
| Clock tree root driver cell | sky130_fd_sc_hd__clkbuf_16 |
| First-pass GRT wire length | 19,600 µm |
| Fmax | 0.896 GHz |
| Final setup fails | 143 |
| Netlist cell types | 3 |
| Tally of yosys warning messages | 1 |
| Largest voltage drop on the vdd net | 0.859 mV |
| Power per Cell Area | 1970 nW/µm² |
| Total tool warning count | 29 |
| Number of global-route vias before repair | 2,783 |
| Global-route usage over all layers | 8.68% |
| Final Util | 28.5% |
| Starting density of the core | 14.7% |
| Worst EP required | 0.80 ns |
| Stage delay of the slowest cell on the critical path | 0.39 ns |
| Worst hold slack | 0.181 ns |
| Reg power frac | 44.8% |
| Dominant cell type by area after synthesis | sky130_fd_sc_hd__dfrtp_1 |
| Finished layout cell area | 6920 µm² |
| Drt pass-1 iters | 3 |
| Buf/Inv on CP | 1 |
| HPWL after DPL | 11,800 µm |
| Leakage power figure | 3.17 nW |
| Maximum clock path buffer count | 2 |
| Final Cycle Share | 112% |
| Number of buffers inserted during clock tree synthesis | 17 |
| Fill cell instance count of the final layout | 2,472 |
| Internal power summed over all cells | 10.9 mW |
| Pin count of the biggest net entering global routing | 24 |
| Ordered cell list for the critical path | buf_2 |
| Worst-case headroom to the max-slew limit | 88.1% |
| Total number of vias | 2,439 |
| Share of post-route cells with drive strength above 1 | 39.5% |
| Number of pins exceeding their max-slew limit in the final report | 0 |
| Area of the core | 24,300 µm² |
| Worst Tran Pin Value | 0.179 ns |
| Synth Instances | 144 |
| Element type at the critical path end | primary output |
| Comb area | 0 µm² |
| Shortest period the worst path allows | 1.12 ns |
| Setup repair after global routing missed its margin | yes |
| Total setup buffers inserted after CTS | 0 |
| Largest driver fanout on the critical path | 1 |
| Mi-comb count | 0 |
| Die height | 177 µm |
| Total of flip-flops plus latches after synthesis | 142 |
| Post-layout total power | 13.6 mW |
| Area used by sequential logic in the layout | 3550 µm² |
| Average cell area after synthesis | 24.8 µm² |
| Net switching power | 2.76 mW |
| Grt ovf | 0 |
| Arrival time worst endpoint | 0.92 ns |
| DR WL/cell | 17.4 µm |
| Post-route antenna net violation count | 0 |
| DRC viols | 0 |
| Run status | finished, violations left |
| Launch point of the critical path | inst_EX[29] |
| Crit path launch type | flop |
| Number of cells in the yosys synthesis report | 144 |
| Final WL | 13,900 µm |
[cell families after synthesis]
family   count (synthesis)  share of synthesized area, %
flops                  142                          99.7
buf+inv                  2                         0.316
[path summary, 6_finish.rpt]
check / end / slack, ns / cells after the start
max in group asynchronous: Read_Data2_EX[4] / 0.49 / 4
min in group clk0: PC_EX[24] / 0.22 / 1
worst min-delay path: Read_Data1_EX[1] / 0.18 / 3
worst max-delay path: inst_EX[29] / -0.12 / 1
[cell usage after synthesis]
cell type	n
sky130_fd_sc_hd__dfrtp_1	142
sky130_fd_sc_hd__inv_1	1
sky130_fd_sc_hd__buf_4	1
[per-layer routing]
layer  track usage, %  vias up  part of all wire, %
met3             5.33       12                   13
li1                 -     1081                    -
met4            0.911        4                 0.91
met2             14.5      153                   51
met1             9.58     1189                   35
met5                0        -                 0.19
[registers in the layout, indices dropped and copies added, names as in the netlist]
| signal | count |
|---|---|
| ALU_control_EX | 3 |
| ALUsrc_EX | 1 |
| PC_EX | 32 |
| PCsrc_EX | 1 |
| Read_Data1_EX | 32 |
| Read_Data2_EX | 32 |
| RegDst_EX | 1 |
| Reg_Write_EX | 1 |
| branch_EX | 1 |
| decide_br_EX | 1 |
| inst_EX | 32 |
| link31_EX | 1 |
| memRead_EX | 1 |
| memToReg_EX | 1 |
| memWrite_EX | 1 |
| writePC_EX | 1 |
[what timing repair did]
item                                    in CTS  in global routing
endpoints found under the setup margin     143                143
hold buffers                                 0                  0
gates resized                              472                  0
pin swaps                                    0                  0
[cells in the final DEF (no fill, tap or decap)]
master / synthesis / layout
sky130_fd_sc_hd__clkinv_2: 0 / 3
sky130_fd_sc_hd__dfrtp_1: 142 / 142
sky130_fd_sc_hd__inv_6: 0 / 4
sky130_fd_sc_hd__buf_12: 0 / 8
sky130_fd_sc_hd__buf_2: 0 / 143
sky130_fd_sc_hd__buf_4: 1 / 4
sky130_fd_sc_hd__clkbuf_16: 0 / 17
sky130_fd_sc_hd__clkbuf_1: 0 / 1
sky130_fd_sc_hd__bufinv_16: 0 / 3
sky130_fd_sc_hd__diode_2: 0 / 2
sky130_fd_sc_hd__clkdlybuf4s50_1: 0 / 143
sky130_fd_sc_hd__clkinvlp_4: 0 / 2
sky130_fd_sc_hd__clkinv_4: 0 / 1
sky130_fd_sc_hd__clkbuf_8: 0 / 2
[cell type report]
type                  count  share of cell area [%]
sequential              142                    51.3
timing repair buffer    298                    33.8
clock buffer             20                    6.60
tap                     324                    5.86
clock inverter           12                    2.26
inverter                  1                   0.108
antenna                   2                  0.0723
[power by group through the flow]
stage                 logic (mW)  clock network, mW  registers (mW)
final                       1.04               6.48            6.10
after global routing        1.14               6.97            6.12
after CTS                   1.08               6.74            6.10
[metrics by stage]
stage / worst slack, ns / cells
3_3_place_gp: -0.0491 / 765
4_1_cts: -0.168 / 797
3_5_place_dp: -0.0459 / 765
2_1_floorplan: -0.977 / 144
5_1_grt: -0.172 / 797
6_report: -0.116 / 799
Power and IR drop assume default switching activity.
