`flow/config.mk`:
```
export PLATFORM = sky130hd
export DESIGN_NAME = register_file
export DESIGN_NICKNAME = register_file
export VERILOG_FILES = /design/flow/design.v
export SDC_FILE = /design/flow/constraint.sdc
export NUM_CORES = 4
export LEC_CHECK = 1
export CORE_UTILIZATION = 40
```
`flow/constraint.sdc`:
```
current_design register_file

set clk_period 10.6
set clk_io_pct 0.2

create_clock -name clk0 -period $clk_period [get_ports {clk}]

set non_clock_inputs [all_inputs -no_clocks]
set_input_delay [expr $clk_period * $clk_io_pct] -clock clk0 $non_clock_inputs
set_output_delay [expr $clk_period * $clk_io_pct] -clock clk0 [all_outputs]
```
`flow/design.v`:
```
module register_file(input clk, Reg_Write,input [4:0]Read_Reg1, Read_Reg2, Write_Reg, input[31:0]Write_Data,output reg [31:0] Read_Data1, Read_Data2);
reg [31:0] regs[0:31];
initial begin 
    regs[0]=0;
    regs[1]=0;
    regs[2]=0;
    regs[3]=0;
    regs[4]=32'd6;
    regs[6]=0;
    regs[7]=0;
    regs[8]=0;
    regs[9]=0;
    regs[10]=0;
    regs[11]=0;
    regs[12]=0;
    regs[13]=0;
    regs[14]=0;
    regs[15]=0;
    regs[16]=32'd4;
    regs[17]=32'd7;
end
always @(negedge clk) begin
    if(Reg_Write==1&&Write_Reg!=0)
        regs[Write_Reg]=Write_Data;
end
assign Read_Data2 = regs[Read_Reg2];
assign Read_Data1 = regs[Read_Reg1];
endmodule
```
`flow/run.sh`:
```
#!/bin/bash
# OpenROAD 26Q1-2900-gdf79404cd8, Yosys 0.63+post, stock flow scripts
make -C /OpenROAD-flow-scripts/flow DESIGN_CONFIG=/design/flow/config.mk WORK_HOME=/design/flow/orfs finish
```
==> flow_summary.toml <==
# generated from flow reports
[status]
status = "completed"

[die]
initial_core_util_pct = 40.5
core_area_sq_mm = 0.120
rows = 127
die_y_um = 351
die.size.x_um = 351
die_area_sq_mm = 0.123
num_io_pins = 113

[grt]
track_usage_pct = 26.0
grt_pass1_vias = 36900
overflow = 0
grt_max_degree = 94
antenna_found_initial = 4
grt_pass1_wl_mm = 216

[place]
io_buffers = 112
dp_cells = 5018
dp_hpwl_mm = 80.8
gp_congestion = 0.866
post_dp_cell_area_sq_mm = 0.0521

[final_timing]
timing.hold.ws_ps = 5580
rsz0062_at_grt = "no"
setup_viol = 0
finalHoldViolCount = 0
finalSetupTns_ps = 0
max_slew.worst_pin.slew_ps = 794
slew_headroom_pct = 46.9
maxSlewViolCount = 0

[cts]
cts_inserted_buffers = 113
clockRootBuffer = "clkbuf_16"
clockBufferDepth = 3
cts_hold_buf = 0
htree_levels = 3
cts_sinks = 1024
post-cts-setup-buffers = 0
cts_tree = "yes"
path_clk_slew_ps = 30
cts_resized = 0

[logic_synthesis]
ys_sh_aoi_pct = 8.05
yosys_warnings = 3
mux_area_share_pct = 21.0
simple_gate_area_share_pct = 4.71
fa_ha_area_share_pct = 0
synth.distinct_cells = 25
synthFlopType = "edfxtp_1"
synth_seq_share_pct = 63.1
xor_area_share_pct = 0
async_flop_share_pct = 0
top_area_cell = "edfxtp_1"
synth_area_sq_mm = 0.0488
yosys_area_sq_mm = 0.0488
yosys-top-cells-area = "edfxtp_1 63%, mux2i_1 21%, a22oi_1 3.0%, a22o_1 2.3%, nand3_1 2.0%"
netlist_instances = 3387
top_logic_kind = "multiplexers"
avgSynthCellArea_sq_um = 14.4
ys_ff = 1024
edf_count = 1024
ys_cells = 3387
netlist.area_leader.share_pct = 63.1
ys_top_cells_by_count = "1024 x edfxtp_1, 1024 x mux2i_1, 195 x nand2_1"

[cells_and_area]
drive_gt1_share_pct = 8.08
largest_reg_flops = 1024
area_delta_synth_final_pct = 23.1
stdcell_count = 6254
fin_area_sq_mm = 0.0600
final_util_pct = 49.8

[power_and_ir_drop]
ir_worst_vdd_mv = 0.139
seqPwrFrac_pct = 41.0
swShare_pct = 28.3
power.leakage_nw = 26.1
p_per_area_mw_per_mm2 = 186
p_int_w = 0.00800
power_frac_comb_pct = 7.6
switchingPower_w = 0.00316
power_frac_clock_pct = 51.4

[worst_setup_path]
cp_cell_sequence = "mux2i_1 -> a22o_1 -> nor3_1 -> a31oi_1 -> nand3_1 -> clkdlybuf4s50_1"
end_kind = "output pin"
crit_type = "flip-flop to output pin"
critPathMaxStageDelay_ps = 520
start_kind = "flip-flop"
cp.arrival_ps = 8160
slowest_stage = "clkdlybuf4s50_1"
crit_fanout = 2
required_ps = 8480

[route]
num_vias = 34400
ant_nets = 0
drc = 0
dr.pass1.iters = 5
routed_wl_mm = 149
antenna_cells = 0
wl_per_cell_um = 23.8
avgViaCountPerCell = 5.50
dr.first_iter.drc_count = 2135

[hold_path]
min_path_cells = 6
hold_class = "input pin to output pin"
hold_start = "Read_Reg2[1]"
holdPathEnd = "Read_Data2[27]"

[flow_run]
log.warning_count = 1027
cap_violations = 0
-- worst max path at each step --
| stage | from | to | slack, ps | cells past startpoint |
|---|---|---|---|---|
| CTS | regs[7][8]$_DFFE_NP_ | Read_Data2[8] | 380 | 6 |
| global route | regs[6][8]$_DFFE_NP_ | Read_Data2[8] | 190 | 6 |
| finish | regs[2][14]$_DFFE_NP_ | Read_Data1[14] | 320 | 6 |
-- metal layers --
| layer | wire length, um | GRT usage, % | vias up |
|---|---|---|---|
| met3 | 19800 | 17.4 | 237 |
| met4 | 4060 | 10.4 | 8 |
| li1 | - | - | 15700 |
| met5 | 45 | 0 | - |
| met1 | 55800 | 32.0 | 16700 |
| met2 | 69300 | 36.8 | 1742 |
-- cells in the final DEF, fill, tap and decap left out, types with 3 or more instances in the layout --
master,instances
inv_1,1043
inv_4,19
clkinv_4,4
nor3_1,64
clkdlybuf4s50_1,110
nand3b_1,5
edfxtp_1,1024
clkbuf_16,113
a21oi_1,192
mux2i_1,1024
a22oi_1,192
nor2b_4,4
clkinvlp_2,23
conb_1,32
buf_4,100
a31oi_1,64
bufinv_16,27
a22o_1,128
nor2_4,33
nand2_1,193
nand2b_2,4
or3b_2,3
buf_12,29
inv_6,5
nand3_1,194
-- critical path: cells and delay by family, from the launching register on --
family          cells  cell delay, ps
simple gates        2             480
flops               1             370
compound gates      2             640
mux                 1             150
buf+inv             1             520
-- cells by family (layout without fill, tap and decap cells) --
kind of cell	after synthesis	in the layout
muxes	1024	1024
DFF	1024	1024
AOI/OAI and AO/OA	576	576
and+or+nand+nor	508	508
buffers and inverters	254	1478
other	1	32
-- metrics by stage --
step	total power [W]	setup WS, ps
after floorplan	0.00566	760
after global placement	0.00603	913
after detailed placement	0.00604	917
after CTS	0.0113	379
after global routing	0.0118	190
final	0.0112	320
-- power by group through the flow --
stage	combinational (W)	clock [W]	sequential (W)
CTS	0.000843	0.00590	0.00458
global route	0.000900	0.00635	0.00457
finish	0.000848	0.00573	0.00458
-- final cells by class --
class / instances / area, sq um
Fill cell: 10100 / 60400
Sequential cell: 1024 / 30700
Multi-Input combinational cell: 2140 / 16900
Clock inverter: 1124 / 5090
Clock buffer: 113 / 2830
Timing Repair Buffer: 241 / 2460
Tap cell: 1612 / 2020
Power figures rest on the tool's default switching activity, not on a simulated workload.
